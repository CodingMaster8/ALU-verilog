[config.mk]
export PLATFORM = sky130hd
export DESIGN_NAME = MULS
export DESIGN_NICKNAME = MULS
export VERILOG_FILES = /design/flow/design.v
export SDC_FILE = /design/flow/constraint.sdc
export NUM_CORES = 4
export LEC_CHECK = 1
export CORE_UTILIZATION = 50
[constraint.sdc]
current_design MULS

set clk_period 61.6
set clk_io_pct 0.2

create_clock -name clk0 -period $clk_period

set non_clock_inputs [all_inputs -no_clocks]
set_input_delay [expr $clk_period * $clk_io_pct] -clock clk0 $non_clock_inputs
set_output_delay [expr $clk_period * $clk_io_pct] -clock clk0 [all_outputs]
[design.v]
module ADD_ADCS_SUBS_RSBS(
	input	[31:0] a, b,
	input c_in,
	input op,
	input rev,
	output [31:0] s,
	output c_out,
	output n, z, c, v
);
wire [30:0] w_c_out;  
wire w_c_in;  
wire [31:0] w_b;  
wire [31:0] w_a;  
assign w_c_in = op ?  1 : c_in;
assign w_b = op ? (rev ? ~a : ~b) : b;
assign w_a = op ? (rev ? b : a): a;
genvar i;
fulladder fa0(.a(w_a[0]),.b(w_b[0]),.c_in(w_c_in),.s(s[0]),.c_out(w_c_out[0]));
generate 
  for (i = 1; i <= 30; i=i+1) begin : generador
      fulladder fa(.a(w_a[i]),.b(w_b[i]),.c_in(w_c_out[i-1]),.s(s[i]),.c_out(w_c_out[i]));
  end
endgenerate
fulladder fa1(.a(w_a[31]),.b(w_b[31]),.c_in(w_c_out[30]),.s(s[31]),.c_out(c_out));
assign n = s[31];
assign z = ~(s[0] | s[1] | s[2] | s[3] | s[4] | s[5] | s[6] | s[7] | s[8] | s[9] | s[10] | s[11] | s[12] | s[13] | s[14] | s[15] | s[16] | s[17] | s[18] | s[19] | s[20] | s[21] | s[22] | s[23] | s[24] | s[25] | s[26] | s[27] | s[28] | s[29] | s[30] | s[31]);
assign c = c_out;
assign v = op ? ((a[31] & ~b[31] & ~s[31]) | (~a[31] & b[31] & s[31])) : ((~a[31] & ~b[31] & s[31]) | (a[31] & b[31] & ~s[31]));
endmodule 
module MULS(
	input [31:0] a, b,
	output [31:0] m,
	output n, z
);
wire [31:0] A0, A1, A2, A3, A4, A5, A6, A7, A8, A9, A10, A11, A12, A13, A14, A15,
				A16, A17, A18, A19, A20, A21, A22, A23, A24, A25, A26, A27, A28, A29, A30, A31;
wire [31:0] Q0, Q1, Q2, Q3, Q4, Q5, Q6, Q7, Q8, Q9, Q10, Q11, Q12, Q13, Q14, Q15,
				Q16, Q17, Q18, Q19, Q20, Q21, Q22, Q23, Q24, Q25, Q26, Q27, Q28, Q29, Q30, Q31;
wire [31:0] q;
wire [63:0] final_m;
booths bth0(.i_A(32'h00000000), .i_Q(a), .i_q1(1'b0), .i_m(b), .o_A(A0), .o_Q(Q0), .o_q1(q[0]));
booths bth1(.i_A(A0), .i_Q(Q0), .i_q1(q[0]), .i_m(b), .o_A(A1), .o_Q(Q1), .o_q1(q[1]));
booths bth2(.i_A(A1), .i_Q(Q1), .i_q1(q[1]), .i_m(b), .o_A(A2), .o_Q(Q2), .o_q1(q[2]));
booths bth3(.i_A(A2), .i_Q(Q2), .i_q1(q[2]), .i_m(b), .o_A(A3), .o_Q(Q3), .o_q1(q[3]));
booths bth4(.i_A(A3), .i_Q(Q3), .i_q1(q[3]), .i_m(b), .o_A(A4), .o_Q(Q4), .o_q1(q[4]));
booths bth5(.i_A(A4), .i_Q(Q4), .i_q1(q[4]), .i_m(b), .o_A(A5), .o_Q(Q5), .o_q1(q[5]));
booths bth6(.i_A(A5), .i_Q(Q5), .i_q1(q[5]), .i_m(b), .o_A(A6), .o_Q(Q6), .o_q1(q[6]));
booths bth7(.i_A(A6), .i_Q(Q6), .i_q1(q[6]), .i_m(b), .o_A(A7), .o_Q(Q7), .o_q1(q[7]));
booths bth8(.i_A(A7), .i_Q(Q7), .i_q1(q[7]), .i_m(b), .o_A(A8), .o_Q(Q8), .o_q1(q[8]));
booths bth9(.i_A(A8), .i_Q(Q8), .i_q1(q[8]), .i_m(b), .o_A(A9), .o_Q(Q9), .o_q1(q[9]));
booths bth10(.i_A(A9), .i_Q(Q9), .i_q1(q[9]), .i_m(b), .o_A(A10), .o_Q(Q10), .o_q1(q[10]));
booths bth11(.i_A(A10), .i_Q(Q10), .i_q1(q[10]), .i_m(b), .o_A(A11), .o_Q(Q11), .o_q1(q[11]));
booths bth12(.i_A(A11), .i_Q(Q11), .i_q1(q[11]), .i_m(b), .o_A(A12), .o_Q(Q12), .o_q1(q[12]));
booths bth13(.i_A(A12), .i_Q(Q12), .i_q1(q[12]), .i_m(b), .o_A(A13), .o_Q(Q13), .o_q1(q[13]));
booths bth14(.i_A(A13), .i_Q(Q13), .i_q1(q[13]), .i_m(b), .o_A(A14), .o_Q(Q14), .o_q1(q[14]));
booths bth15(.i_A(A14), .i_Q(Q14), .i_q1(q[14]), .i_m(b), .o_A(A15), .o_Q(Q15), .o_q1(q[15]));
booths bth16(.i_A(A15), .i_Q(Q15), .i_q1(q[15]), .i_m(b), .o_A(A16), .o_Q(Q16), .o_q1(q[16]));
booths bth17(.i_A(A16), .i_Q(Q16), .i_q1(q[16]), .i_m(b), .o_A(A17), .o_Q(Q17), .o_q1(q[17]));
booths bth18(.i_A(A17), .i_Q(Q17), .i_q1(q[17]), .i_m(b), .o_A(A18), .o_Q(Q18), .o_q1(q[18]));
booths bth19(.i_A(A18), .i_Q(Q18), .i_q1(q[18]), .i_m(b), .o_A(A19), .o_Q(Q19), .o_q1(q[19]));
booths bth20(.i_A(A19), .i_Q(Q19), .i_q1(q[19]), .i_m(b), .o_A(A20), .o_Q(Q20), .o_q1(q[20]));
booths bth21(.i_A(A20), .i_Q(Q20), .i_q1(q[20]), .i_m(b), .o_A(A21), .o_Q(Q21), .o_q1(q[21]));
booths bth22(.i_A(A21), .i_Q(Q21), .i_q1(q[21]), .i_m(b), .o_A(A22), .o_Q(Q22), .o_q1(q[22]));
booths bth23(.i_A(A22), .i_Q(Q22), .i_q1(q[22]), .i_m(b), .o_A(A23), .o_Q(Q23), .o_q1(q[23]));
booths bth24(.i_A(A23), .i_Q(Q23), .i_q1(q[23]), .i_m(b), .o_A(A24), .o_Q(Q24), .o_q1(q[24]));
booths bth25(.i_A(A24), .i_Q(Q24), .i_q1(q[24]), .i_m(b), .o_A(A25), .o_Q(Q25), .o_q1(q[25]));
booths bth26(.i_A(A25), .i_Q(Q25), .i_q1(q[25]), .i_m(b), .o_A(A26), .o_Q(Q26), .o_q1(q[26]));
booths bth27(.i_A(A26), .i_Q(Q26), .i_q1(q[26]), .i_m(b), .o_A(A27), .o_Q(Q27), .o_q1(q[27]));
booths bth28(.i_A(A27), .i_Q(Q27), .i_q1(q[27]), .i_m(b), .o_A(A28), .o_Q(Q28), .o_q1(q[28]));
booths bth29(.i_A(A28), .i_Q(Q28), .i_q1(q[28]), .i_m(b), .o_A(A29), .o_Q(Q29), .o_q1(q[29]));
booths bth30(.i_A(A29), .i_Q(Q29), .i_q1(q[29]), .i_m(b), .o_A(A30), .o_Q(Q30), .o_q1(q[30]));
booths bth31(.i_A(A30), .i_Q(Q30), .i_q1(q[30]), .i_m(b), .o_A(A31), .o_Q(Q31), .o_q1(q[31]));
assign final_m[31:0] = Q31;
assign final_m[63:32] = A31;
assign m = Q31;
assign n = m[31];
assign z = ~(m[0] | m[1] | m[2] | m[3] | m[4] | m[5] | m[6] | m[7] | m[8] | m[9] | m[10] | m[11] | m[12] | m[13] | m[14] | m[15] | m[16] | m[17] | m[18] | m[19] | m[20] | m[21] | m[22] | m[23] | m[24] | m[25] | m[26] | m[27] | m[28] | m[29] | m[30] | m[31]);
endmodule 
module booths(
	input [31:0] i_A, i_Q,
	input i_q1,
	output [31:0] i_m,
	output [31:0] o_A, o_Q,
	output o_q1
);
reg [31:0] aux_A, aux_Q;
reg aux_q1;
wire [31:0] addAM, subAM;
ADD_ADCS_SUBS_RSBS adding(.a(i_A), .b(i_m), .c_in(0), .op(0), .rev(0), .s(addAM), .c_out());
ADD_ADCS_SUBS_RSBS subtracting(.a(i_A), .b(i_m), .c_in(1), .op(1), .rev(0), .s(subAM), .c_out());
always@(*)
begin
	if(i_Q[0] == i_q1) begin
		aux_q1 = i_Q[0];
		aux_Q[31] = i_A[0];
		aux_Q[30:0] = i_Q[31:1];
		aux_A[31] = i_A[31];
		aux_A[30:0] = i_A[31:1];
	end else if(i_Q[0] & ~i_q1) begin
		aux_q1 = i_Q[0];
		aux_Q[31] = subAM[0];
		aux_Q[30:0] = i_Q[31:1];
		aux_A[31] = subAM[31];
		aux_A[30:0] = subAM[31:1];
	end
	else begin
		aux_q1 = i_Q[0];
		aux_Q[31] = addAM[0];
		aux_Q[30:0] = i_Q[31:1];
		aux_A[31] = addAM[31];
		aux_A[30:0] = addAM[31:1];
	end
end
assign o_A = aux_A;
assign o_Q = aux_Q;
assign o_q1 = aux_q1;
endmodule 
module fulladder(
	input 	a,			 
		b,			 
		c_in,			 
	output	s,			 
		c_out			 
);
assign s = a ^ b ^ c_in;			 
assign c_out = (a & b) | ((a ^ b) & c_in);	 
endmodule 
[run.sh]
#!/bin/bash
# OpenROAD 26Q1-2900-gdf79404cd8, Yosys 0.63+post, stock flow scripts
make -C /OpenROAD-flow-scripts/flow DESIGN_CONFIG=/design/flow/config.mk WORK_HOME=/design/flow/orfs finish
==> flow_summary.ini <==
; flow metrics
[logic_synthesis]
topCellsByArea = fa_1 49%, inv_1 6.9%, mux2i_1 5.4%
simple_gate_share = 0.118
syn-cell-area_mm2 = 0.0353
ys_seq_share = 0
avgSynthCellArea_um2 = 8.87
yosysTopAreaCellShare = 0.494
netlist_logic_family_top = adder cells
synth_adder_area_share = 0.535
xor_share = 0.0150
ys_sh_mux = 0.0603
synth_cells = 3975
synth-compound-area-share = 0.173
ys_cells = 3975
synth.largest_area_cell = fa_1
yosys_warnings = 7
synth_chip_area_mm2 = 0.0353
yosys.cell_types.count = 96

[sta]
finalSetupTns_ns = -38.83
worst_pin_slew_ns = 0.950
max_slew_margin = 0.366
setup_slack_ns = -7.17
hold_violations = 0
max_freq_ghz = 0.0145
period_minus_slack_ns = 68.77
finalClockPeriodUsage = 1.12
setup_viol = 8
slew_viol_final = 0
rsz0062_at_grt = yes

[global_routing]
grt_overflow = 0
grt_max_degree = 59
grt_pass1_wl_um = 190000
antenna_found_initial = 3
grt_pass1_vias = 32900
grtUsageTotal = 0.383

[critical_path]
critPathLaunchType = input port
critPathMaxFanout = 3
arrival_ns = 56.45
crit_required_ns = 49.28
max_stage_delay_ns = 0.55
crit_path_top_delay_cell = fa_2
end_kind = output pin
cp_common_cell = fa_2
crit_type = input port to output pin

[place]
placed_area_mm2 = 0.0451
pre_cts_slack_ns = -8.64
dp_cells = 5781
io_buffers = 98
dp_hpwl_um = 103000
gp_congestion = 1.01

[floorplan]
die_height_um = 268
die_w_um = 268
initCoreUtil = 0.504
boundaryPins = 98
dieArea_mm2 = 0.0716
core_mm2 = 0.0699
rows = 97

[min_path]
hold_class = input port to output pin

[detailed_routing]
wl_met1_um = 46700
viasPerCell = 5.32
wl_um = 121000
num_vias = 32100
met2WireLength_um = 57500
drt_iter0_markers = 1354
detail-route-antenna-nets = 0
drc = 0
highest_layer = met5
dr_wl_met3_um = 11500
routedWlPerCell_um = 20.1
dr.pass1.iters = 5

[outcome]
status = finished, violations left
violations = negative setup slack

[flow_run]
warning_count = 63
maxCapViolations = 0

[finish]
combGateArea_mm2 = 0.0345
fillers = 5422
finalNonFillerCells = 6033
fin_area_mm2 = 0.0484
regArea_um2 = 0
flop-count = 0
area_growth_pct = 37.2
drive_gt1_frac = 0.406
clockBufferCount = 0

[clocking]
holdBufCountCts = 0
[Yosys cell counts (69+ instances only)]
master and count:
a211oi_1 105, a21o_1 75, a21oi_1 319, clkbuf_1 122, fa_1 870, ha_1 117
inv_1 652, mux2i_1 190, nand2_1 225, nand2b_1 69, nor2_1 389, o21ai_0 108
[layout by cell type (no fill, tap or decap), drive strengths merged, types with 6 or more instances in the layout]
cell type / netlist / layout
o221ai: 11 / 11
or2: 42 / 42
buf: 92 / 1255
mux2i: 190 / 190
o21ai: 123 / 123
inv: 676 / 675
a21oi: 325 / 325
nand2b: 69 / 69
o31a: 12 / 12
a221o: 13 / 13
nor2: 390 / 390
nand3: 25 / 25
a211o: 11 / 11
nand2: 225 / 225
nor2b: 60 / 60
nor3: 23 / 23
o21a: 33 / 33
a311oi: 6 / 6
o31ai: 14 / 14
a211oi: 107 / 107
o22ai: 20 / 20
o311ai: 9 / 9
a21bo: 6 / 6
ha: 117 / 117
a21boi: 29 / 29
a221oi: 14 / 14
xnor2: 45 / 45
clkdlybuf4s50: 0 / 72
a2111oi: 10 / 10
a31oi: 24 / 24
a21o: 75 / 75
o211ai: 20 / 20
fa: 870 / 870
and3: 11 / 11
mux2: 20 / 20
and2: 37 / 37
[per-stage QoR]
stage / utilization / hold slack [ns]
floorplan: - / 24.74
global placement: 0.645 / 25.58
detailed placement: 0.645 / 25.59
CTS: 0.677 / 25.60
global route: 0.692 / 25.60
finish: 0.692 / 25.58
[logic make-up (layout without fill, tap and decap cells)]
family,after synthesis,count (layout)
muxes,210,210
and+or+nand+nor,912,912
buffers and inverters,891,2008
AOI/OAI and AO/OA,921,921
other,0,1
adders and majority gates,987,987
xor gates and xnor gates,54,54
[routing by layer]
metal  GRT usage  up-vias
li1            -    15100
met2       0.594      941
met5           0        -
met3       0.141      201
met4       0.127        6
met1       0.524    15800
[critical path: cells and delay by family]
family                   cells  cell delay (ns)
buffers and inverters       55             6.25
XOR/XNOR                     5             0.89
AND-OR/OR-AND               55             8.93
multiplexers                 8             1.39
AND/OR/NAND/NOR             30             3.41
adder cells (fa/ha/maj)     57            23.19
[cell type report]
| type | count | share of cell area |
|---|---|---|
| antenna | 1 | 0.0000517 |
| timing repair buffer | 1331 | 0.211 |
| inverter | 677 | 0.0526 |
| tap | 940 | 0.0243 |
| multi-input combinational | 3084 | 0.712 |
[timing repair]
item	4_1_cts	5_1_grt
endpoints found under the setup margin	9	10
pin swaps	105	74
buffers inserted	207	44
gates cloned	0	0
resized	217	214
hold endpoints to repair	0	0
[worst paths after layout]
kind	depth (start not counted)	startpoint	end	slack [ns]
worst max-delay path	210	b[1]	n	-7.17
worst min-delay path	5	b[0]	m[0]	25.58
