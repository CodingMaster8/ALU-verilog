--- design/flow/design.v ---
module ADD_ADCS_SUBS_RSBS(
	input	[31:0] a, b,
	input c_in,
	input op,
	input rev,
	output [31:0] s,
	output c_out,
	output n, z, c, v
);
wire [30:0] w_c_out;  
wire w_c_in;  
wire [31:0] w_b;  
wire [31:0] w_a;  
assign w_c_in = op ?  1 : c_in;
assign w_b = op ? (rev ? ~a : ~b) : b;
assign w_a = op ? (rev ? b : a): a;
genvar i;
fulladder fa0(.a(w_a[0]),.b(w_b[0]),.c_in(w_c_in),.s(s[0]),.c_out(w_c_out[0]));
generate 
  for (i = 1; i <= 30; i=i+1) begin : generador
      fulladder fa(.a(w_a[i]),.b(w_b[i]),.c_in(w_c_out[i-1]),.s(s[i]),.c_out(w_c_out[i]));
  end
endgenerate
fulladder fa1(.a(w_a[31]),.b(w_b[31]),.c_in(w_c_out[30]),.s(s[31]),.c_out(c_out));
assign n = s[31];
assign z = ~(s[0] | s[1] | s[2] | s[3] | s[4] | s[5] | s[6] | s[7] | s[8] | s[9] | s[10] | s[11] | s[12] | s[13] | s[14] | s[15] | s[16] | s[17] | s[18] | s[19] | s[20] | s[21] | s[22] | s[23] | s[24] | s[25] | s[26] | s[27] | s[28] | s[29] | s[30] | s[31]);
assign c = c_out;
assign v = op ? ((a[31] & ~b[31] & ~s[31]) | (~a[31] & b[31] & s[31])) : ((~a[31] & ~b[31] & s[31]) | (a[31] & b[31] & ~s[31]));
endmodule 
module SBCS(
	input [31:0] a, b,
	output [31:0] s,
	output c_out,
	output n, z, c, v
);
wire [31:0] w_s;
ADD_ADCS_SUBS_RSBS aas0(
.a(a),
.b(b),
.c_in(1),
.op(1),
.rev(0),
.s(w_s),
.c_out(),
.n(),
.z(),
.c(),
.v()
);
ADD_ADCS_SUBS_RSBS aas1(
.a(w_s),
.b(1),
.c_in(1),
.op(1),
.rev(0),
.s(s),
.c_out(c_out),
.n(n),
.z(z),
.c(c),
.v(v)
);
endmodule 
module fulladder(
	input 	a,			 
		b,			 
		c_in,			 
	output	s,			 
		c_out			 
);
assign s = a ^ b ^ c_in;			 
assign c_out = (a & b) | ((a ^ b) & c_in);	 
endmodule 
--- design/flow/run.sh ---
#!/bin/bash
# OpenROAD 26Q1-2900-gdf79404cd8, Yosys 0.63+post, stock flow scripts
make -C /OpenROAD-flow-scripts/flow DESIGN_CONFIG=/design/flow/config.mk WORK_HOME=/design/flow/orfs finish
--- design/flow/config.mk ---
export PLATFORM = sky130hd
export DESIGN_NAME = SBCS
export DESIGN_NICKNAME = SBCS
export VERILOG_FILES = /design/flow/design.v
export SDC_FILE = /design/flow/constraint.sdc
export NUM_CORES = 4
export LEC_CHECK = 1
export CORE_UTILIZATION = 40
--- design/flow/constraint.sdc ---
current_design SBCS

set clk_period 33.6
set clk_io_pct 0.2

create_clock -name clk0 -period $clk_period

set non_clock_inputs [all_inputs -no_clocks]
set_input_delay [expr $clk_period * $clk_io_pct] -clock clk0 $non_clock_inputs
set_output_delay [expr $clk_period * $clk_io_pct] -clock clk0 [all_outputs]
==> out/metrics.csv <==
metric,value,unit
status,finished clean,
p_sw_frac,0.3601,
cp.arrival,20300,ps
drv_slew,0,
die_area,0.004554,sq mm
place_congestion,0.7743,
crit_start,b[0],
yosysWarnings,6,
grt_pass1_vias,1247,
p_per_area,18.79,mW/mm^2
cp_common_cell,fa_1,
p_sw,0.01719,mW
placementRows,23,
num_antenna_cells,0,
drtIter0Drc,10,
whs,14530,ps
finalSetupViolations,0,
first_pass_iters,3,
setup_tns,0,ps
post-route-min-period,27020,ps
period_used_share,0.8041,
die_h,67.49,um
synthCells,203,
critPathSlowestCell,clkdlybuf4s50_1,
grt_pass1_wl,5.119,mm
cap_violations,0,
drc_errors,0,
syn2layout_area_growth,48.14,%
postCtsSetupRepairBufs,0,
yosys_cells,203,
clock_buffers,0,
route.vias.total,1292,
ctsHoldBuffers,0,
p_seq_frac,0,
irDropWorstVdd,0.008747,mV
nFillCells,371,
viasPerCell,4.025,
clkPwrFrac,0,
io_pins,101,
fp_util,0.4228,
hold_path.class,in2out,
path_max_fanout,2,
ff_count,0,
slowest_delay,520,ps
leakage,1.421,nW
syn_area_per_cell,8.450,sq um
drive_gt1_frac,0.003690,
track_usage,0.1493,
p_int,0.03055,mW
totalWireLength,3.043,mm
hold_viol_final,0,
fp.dieW,67.49,um
startpoint_type,input port,
crit_end,z,
worstMarginPinSlew,202.4,ps
logic_area,0.001115,sq mm
wl_per_cell,9.480,um
netlist_area,0.001715,sq mm
ys_area,0.001715,sq mm
yosysSeqAreaShare,0,
port_buffers,101,
dpl.hpwl,3.008,mm
rsz0062_at_grt,false,
fmax,0.03701,GHz
critical_path_required,26880,ps
ant_nets,0,
worst-setup-path-type,in2out,
seqCellArea,0,sq um
end_kind,primary output,
antenna_found_initial,0,
grt_max_degree,4,
fp.coreArea,0.004058,sq mm
max-slew-margin-rel,0.8646,
cts_resized,0,
warnings,35,
synth_cell_types,9,
grt-ovfl-total,0,
p_comb_frac,1.000,
## cell type report
cell class                 count  area share
tap                           50     0.02462
inverter                      94      0.1388
timing repair buffer         101      0.3978
multi-input combinational     76      0.4387
## cell families (layout without fill, tap and decap cells)
kind of cell / Yosys count / count (layout) / synth area share
XOR/XNOR: 2 / 2 / 0.01021
buffers and inverters: 127 / 195 / 0.3501
AND/OR/NAND/NOR: 10 / 10 / 0.04157
adder cells (fa/ha/maj): 64 / 64 / 0.5981
## synth_stat cells
| cell | n | area [sq um] |
|---|---|---|
| nor4_2 | 1 | 12.51 |
| fa_1 | 30 | 600.6 |
| buf_4 | 33 | 247.7 |
| inv_1 | 94 | 352.8 |
| ha_1 | 34 | 425.4 |
| xnor2_1 | 1 | 8.760 |
| nand4_1 | 7 | 43.79 |
| or4_1 | 2 | 15.01 |
| xor2_1 | 1 | 8.760 |
## per-layer routing
layer,global-route usage,share of wire,vias up
li1,-,-,672
met2,0.2525,0.46,60
met4,0,0,0
met1,0.2133,0.43,560
met5,0,0,-
met3,0.03082,0.11,0
## critical path: cells and delay by family
family	cells	cell delay [ps]
fa+ha+maj	33	11500
buf+inv	6	1200
simple gates	3	840
## how the worst min path moves through the flow
stage	startpoint	end	slack, ps	depth (start not counted)
finish	b[0]	s[0]	14530	3
global route	b[0]	s[0]	14570	3
CTS	b[0]	s[0]	14530	3
## cells in the final DEF (no fill, tap or decap)
cell / instances
xnor2_1: 1
fa_1: 30
ha_1: 34
nand4_1: 7
nor4_2: 1
clkdlybuf4s50_1: 101
or4_1: 2
xor2_1: 1
inv_1: 94
## power by group through the flow
stage	clock network (mW)	logic, mW	registers (mW)
6_report	0	0.0477	0
4_1_cts	0	0.0495	0
5_1_grt	0	0.0559	0
## per-stage QoR
step           power, mW  setup slack [ps]    util  instance area [sq um]  instances
2_1_floorplan    0.02872              8018       -                   1715        203
3_3_place_gp     0.04919              6612  0.6263                   2541        321
3_5_place_dp     0.04912              6570  0.6263                   2541        321
4_1_cts          0.04950              6515  0.6263                   2541        321
5_1_grt          0.05589              5900  0.6263                   2541        321
6_report         0.04775              6581  0.6263                   2541        321
No activity file was given, so power comes from the tool's default toggle rates.
