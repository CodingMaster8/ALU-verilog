File: design/flow/run.sh
#!/bin/bash
# OpenROAD 26Q1-2900-gdf79404cd8, Yosys 0.63+post, stock flow scripts
make -C /OpenROAD-flow-scripts/flow DESIGN_CONFIG=/design/flow/config.mk WORK_HOME=/design/flow/orfs finish
File: design/flow/constraint.sdc
current_design CMP

set clk_period 21.3
set clk_io_pct 0.2

create_clock -name clk0 -period $clk_period

set non_clock_inputs [all_inputs -no_clocks]
set_input_delay [expr $clk_period * $clk_io_pct] -clock clk0 $non_clock_inputs
set_output_delay [expr $clk_period * $clk_io_pct] -clock clk0 [all_outputs]
File: design/flow/design.v
module ADD_ADCS_SUBS_RSBS(
	input	[31:0] a, b,
	input c_in,
	input op,
	input rev,
	output [31:0] s,
	output c_out,
	output n, z, c, v
);
wire [30:0] w_c_out;  
wire w_c_in;  
wire [31:0] w_b;  
wire [31:0] w_a;  
assign w_c_in = op ?  1 : c_in;
assign w_b = op ? (rev ? ~a : ~b) : b;
assign w_a = op ? (rev ? b : a): a;
genvar i;
fulladder fa0(.a(w_a[0]),.b(w_b[0]),.c_in(w_c_in),.s(s[0]),.c_out(w_c_out[0]));
generate 
  for (i = 1; i <= 30; i=i+1) begin : generador
      fulladder fa(.a(w_a[i]),.b(w_b[i]),.c_in(w_c_out[i-1]),.s(s[i]),.c_out(w_c_out[i]));
  end
endgenerate
fulladder fa1(.a(w_a[31]),.b(w_b[31]),.c_in(w_c_out[30]),.s(s[31]),.c_out(c_out));
assign n = s[31];
assign z = ~(s[0] | s[1] | s[2] | s[3] | s[4] | s[5] | s[6] | s[7] | s[8] | s[9] | s[10] | s[11] | s[12] | s[13] | s[14] | s[15] | s[16] | s[17] | s[18] | s[19] | s[20] | s[21] | s[22] | s[23] | s[24] | s[25] | s[26] | s[27] | s[28] | s[29] | s[30] | s[31]);
assign c = c_out;
assign v = op ? ((a[31] & ~b[31] & ~s[31]) | (~a[31] & b[31] & s[31])) : ((~a[31] & ~b[31] & s[31]) | (a[31] & b[31] & ~s[31]));
endmodule 
module CMP(
	input [31:0] a, b,
	output wire n,
	output wire z,
	output wire c,
	output wire v
);
wire [31:0] s;
wire c_out;
ADD_ADCS_SUBS_RSBS DUT(
.a(a),
.b(b),
.c_in(1),
.op(1),
.rev(0),
.s(s),
.c_out(c_out),
.n(n),
.z(z),
.c(c),
.v(v)
);
endmodule 
module fulladder(
	input 	a,			 
		b,			 
		c_in,			 
	output	s,			 
		c_out			 
);
assign s = a ^ b ^ c_in;			 
assign c_out = (a & b) | ((a ^ b) & c_in);	 
endmodule 
File: design/flow/config.mk
export PLATFORM = sky130hd
export DESIGN_NAME = CMP
export DESIGN_NICKNAME = CMP
export VERILOG_FILES = /design/flow/design.v
export SDC_FILE = /design/flow/constraint.sdc
export NUM_CORES = 4
export LEC_CHECK = 1
export CORE_AREA = 10 10 88 88
export DIE_AREA = 0 0 98 98
==> reports/summary.txt <==
Routed WL = 2.811 mm
Core Area = 5921 um2
Post-DRT Antenna Nets = 0
Max Slew Vio Count = 0
Worst VDD drop = 0.009787 mV
initial DRC count = 0
DP Wirelength = 2.755 mm
CP max stage cell = or4_4
Synth cell types = 8
Slowest Stage Delay on Critical Path = 540 ps
# DRC = 0
first-pass GRT wire length = 4.698 mm
Antenna diodes = 0
Max Fanout on Critical Path = 2
setup ws final = 446.9 ps
class of the worst hold path = in -> out
die width = 98 um
Place WS = -1677 ps
Post-CTS Hold Fix Bufs = 0
MaxCap Viol Count = 0
maximum number of pins on one net before global-route repair = 4
Die ar. = 9604 um2
layout cells sized above 1 = 0.2533
Seq/Total Area, Yosys = 0
Mapped Cells = 80
Crit Path Category = in -> out
leakage = 0.7088 nW
Tmin final = 20850 ps
final core occ = 0.2925
tally of filler cells in the layout = 606
kind of end point of the critical path = primary output
floorplan core density = 0.1467
Flops = 0
# clk buffers = 0
Port Buffers = 68
row cnt = 28
kind of cell adding the most delay to the critical path = adder cells
area occupied by multi-input gates = 822.0 um2
arrival time worst endpoint = 16590 ps
power per cell area = 20.51 nW/um2
Log Warnings = 34
most frequent cell on the critical path = fa_2
syn avg cell area = 10.85 um2
status = finished clean
final setup fails = 0
Slew HR = 0.9022
worst path bufs/invs = 4
cycle use final = 0.9790
RSZ-0062 raised after global routing = no
GRT Overall Usage = 0.06028
yosys warns = 3
synthesis-to-layout area growth = 99.42%
Final GP Congestion = 0.7772
initial antenna violation count = 0
worst-margin pin slew = 146.2 ps
Congestion Overflow GR = 0
cell area after synthesis = 868.3 um2
Max Fclk = 47.95 MHz
Worst setup SP type = primary input
ys cells = 80
Top Ports = 68
first drt pass iteration count = 1
routed vias/inst = 3.404
vias in the first global route = 950
Final Hold Vio Count = 0
drt wl/cell = 12.49 um
Reg area = 0 um2
die height = 98 um
routed vias = 766
yosys stat chip area = 868.3 um2
Worst Path Required = 17040 ps
repair_timing:
action	4_1_cts	5_1_grt
resized	40	1
pin swaps	6	8
endpoints found under the setup margin	4	2
hold endpoints to repair	0	0
setup buffers	1	0
kinds of logic after synthesis:
kind of cell,share of synthesized area
multiplexers,0.01297
buffers and inverters,0.1470
adder cells (fa/ha/maj),0.7579
AND/OR/NAND/NOR,0.08212
cell type report:
class              instances  share of cell area
multi-input cells         46              0.4747
repair buffers            70              0.3974
inverters                 34             0.07370
well taps                 75             0.05419
worst min-delay path: cells and delay by family:
| kind | cells | cell delay (ps) |
|---|---|---|
| AND/OR/NAND/NOR | 3 | 240 |
| adder cells (fa/ha/maj) | 1 | 260 |
| buffers and inverters | 2 | 300 |
worst paths after layout:
kind,from,end,slack [ps],depth (start not counted)
max,a[0],z,450,39
min,b[0],z,9320,6
power by group:
part	internal (mW)	switching [mW]	leakage, nW
Combinational	0.0223	0.0132	0.709
Clock	0	0	0
Sequential	0	0	0
metrics by stage:
stage               cell area (um2)  TNS [ps]  std cells  hold WS, ps  power (mW)
detailed placement             1653     -4258        224         9711     0.03387
CTS                            1729         0        225         9346     0.03706
global route                   1732         0        225         9372     0.04109
floorplan                     870.8         0         80         8634     0.01336
finish                         1732         0        225         9319     0.03551
global placement               1653     -4250        224         9712     0.03380
layer usage:
metal  track usage  wire (um)  vias to the layer above
met5             0          0                        -
met4             0          0                        0
met3       0.02774        358                        0
met2       0.09442       1273                       41
met1       0.08018       1179                      355
li1              -          -                      370
synth_stat cells (all sizes together):
cell | number | area share
inv | 34 | 0.15
ha | 3 | 0.043
or4 | 2 | 0.017
fa | 31 | 0.71
nand4b | 1 | 0.010
mux2 | 1 | 0.013
nand4 | 7 | 0.050
nor2 | 1 | 0.0043
placed cells by master, fill, tap and decap left out:
cell              n
mux2_2            1
clkdlybuf4s50_1  62
nor2_1            1
nand4_1           7
fa_2             30
inv_2             2
or4_4             1
ha_2              1
inv_1            32
dlymetal6s2s_1    1
buf_2             1
ha_1              2
nand4b_1          1
dlygate4sd2_1     4
buf_4             2
or4_1             1
fa_1              1
Power is estimated from default activity; no workload was simulated.
